<file path="flow/config.mk">
export PLATFORM = sky130hd
export DESIGN_NAME = multiplier_64X64
export DESIGN_NICKNAME = multiplier_64X64
export VERILOG_FILES = /design/flow/design.v
export SDC_FILE = /design/flow/constraint.sdc
export NUM_CORES = 4
export LEC_CHECK = 1
export CORE_UTILIZATION = 50
</file>
<file path="flow/run.sh">
#!/bin/bash
# OpenROAD 26Q1-2900-gdf79404cd8, Yosys 0.63+post, stock flow scripts
make -C /OpenROAD-flow-scripts/flow DESIGN_CONFIG=/design/flow/config.mk WORK_HOME=/design/flow/orfs finish
</file>
<file path="flow/design.v">
package riscv_pkg;
endpackage : riscv_pkg
module half_adder(
    input  logic A, B,
    output logic Sum, C_out
);
assign Sum   = A ^ B;
assign C_out = A & B;
endmodule
module multiplier_16X16(
    input  logic [15:0] A, B,
    output logic [31:0] S
);
wire logic [15:0] q0, q1, Q_1;
multiplier_8X8      L_A0_A7  (.A(A[7:0]),  .B(B[7:0]), .S(q0) );
multiplier_8X8      L_A8_A15 (.A(A[15:8]), .B(B[7:0]), .S(q1) );
assign S[7:0] = q0[7:0];
full_adder_16bit  Add_low   (.A(q1), .B({8'b0, q0[15:8]}), .Invert_B(1'b0), .C_in(1'b0), .Sum(Q_1), .C_out() );
wire logic [15:0] q2, q3;
wire logic [31:0] Q_2;
multiplier_8X8      H_A0_A7  (.A(A[7:0]),  .B(B[15:8]), .S(q2) );
multiplier_8X8      H_A8_A15 (.A(A[15:8]), .B(B[15:8]), .S(q3) );
full_adder_32bit   Add_high (.A({8'b0, q3, 8'b0}), .B({16'b0, q2}), .Invert_B(1'b0), .C_in(1'b0), .Sum(Q_2), .C_out() );
wire logic [31:0] Q_3;
full_adder_32bit  Combine   (.A(Q_2), .B({16'b0, Q_1}), .Invert_B(1'b0), .C_in(1'b0), .Sum(Q_3), .C_out()    );
assign S[31:8] = Q_3[23:0];
endmodule
module multiplier_32X32(
    input  logic [31:0] A, B,
    output logic [63:0] S
);
wire logic [31:0] q0, q1, Q_1;
multiplier_16X16      L_A0_A15  (.A(A[15:0]),  .B(B[15:0]), .S(q0) );
multiplier_16X16      L_A16_A31 (.A(A[31:16]), .B(B[15:0]), .S(q1) );
assign S[15:0] = q0[15:0];
full_adder_32bit   Add_low  (.A(q1), .B({16'b0, q0[31:16]}), .Invert_B(1'b0), .C_in(1'b0), .Sum(Q_1), .C_out() );
wire logic [31:0] q2, q3;
wire logic [63:0] Q_2;
multiplier_16X16      H_A0_A15  (.A(A[15:0]),  .B(B[31:16]), .S(q2) );
multiplier_16X16      H_A16_A31 (.A(A[31:16]), .B(B[31:16]), .S(q3) );
full_adder_64bit  Add_high  (.A({16'b0, q3, 16'b0}), .B({32'b0, q2}), .Invert_B(1'b0), .C_in(1'b0), .Sum(Q_2), .C_out() );
wire logic [63:0] Q_3;
full_adder_64bit  Combine  (.A(Q_2), .B({32'b0, Q_1}), .Invert_B(1'b0), .C_in(1'b0), .Sum(Q_3), .C_out()    );
assign S[63:16] = Q_3[47:0];
endmodule
module multiplier_4X4(
    input  logic [3:0] A, B,
    output logic [7:0] S
);
wire logic [3:0] P0, P1, P2, P3;
partial_product_generator_4X4    Partial_Product (.A(A), .B(B), .PP0(P0), .PP1(P1), .PP2(P2), .PP3(P3)  ); 
assign S[0] = P0[0];
wire logic T1_S0, T1_S1, T1_S2, T1_S3;  
wire logic T1_C0, T1_C1, T1_C2, T1_C3;  
half_adder   a0 (.A(P0[1]), .B(P1[0]),               .Sum(T1_S0), .C_out(T1_C0) );
full_adder   a1 (.A(P0[2]), .B(P1[1]), .C_in(P2[0]), .Sum(T1_S1), .C_out(T1_C1) );
full_adder   a2 (.A(P0[3]), .B(P1[2]), .C_in(P2[1]), .Sum(T1_S2), .C_out(T1_C2) );
half_adder   a3 (.A(P1[3]), .B(P2[2]),               .Sum(T1_S3), .C_out(T1_C3) );
assign S[1] = T1_S0;
wire logic T2_S0, T2_S1, T2_S2, T2_S3;  
wire logic T2_C0, T2_C1, T2_C2, T2_C3;  
half_adder   b0 (.A(T1_C0), .B(T1_S1),               .Sum(T2_S0), .C_out(T2_C0) );
full_adder   b1 (.A(T1_C1), .B(T1_S2), .C_in(P3[0]), .Sum(T2_S1), .C_out(T2_C1) );
full_adder   b2 (.A(T1_C2), .B(T1_S3), .C_in(P3[1]), .Sum(T2_S2), .C_out(T2_C2) );
full_adder   b3 (.A(T1_C3), .B(P2[3]), .C_in(P3[2]), .Sum(T2_S3), .C_out(T2_C3) );
assign S[2] = T2_S0;
wire logic T3_S0, T3_S1, T3_S2, T3_S3;  
wire logic T3_C0, T3_C1, T3_C2, T3_C3;  
half_adder   c0 (.A(T2_C0), .B(T2_S1),               .Sum(T3_S0), .C_out(T3_C0) );
full_adder   c1 (.A(T2_C1), .B(T2_S2), .C_in(T3_C0), .Sum(T3_S1), .C_out(T3_C1) );
full_adder   c2 (.A(T2_C2), .B(T2_S3), .C_in(T3_C1), .Sum(T3_S2), .C_out(T3_C2) );
full_adder   c3 (.A(T2_C3), .B(P3[3]), .C_in(T3_C2), .Sum(T3_S3), .C_out(T3_C3) );
assign S[3] = T3_S0;
assign S[4] = T3_S1;
assign S[5] = T3_S2;
assign S[6] = T3_S3;
assign S[7] = T3_C3;
endmodule
module multiplier_64X64(
    input  logic [63:0]  A, B,
    output logic [127:0] S
);
wire logic [63:0] q0, q1, Q_1;
multiplier_32X32      L_A0_A31  (.A(A[31:0]),  .B(B[31:0]), .S(q0) );
multiplier_32X32      L_A32_A63 (.A(A[63:32]), .B(B[31:0]), .S(q1) );
assign S[31:0] = q0[31:0];
full_adder_64bit     Add_low   (.A(q1), .B({32'b0, q0[63:32]}), .Invert_B(1'b0), .C_in(1'b0), .Sum(Q_1), .C_out() );
wire logic [63:0]  q2, q3;
wire logic [127:0] Q_2;
multiplier_32X32      H_A0_A31  (.A(A[31:0]),  .B(B[63:32]), .S(q2) );
multiplier_32X32      H_A32_A63 (.A(A[63:32]), .B(B[63:32]), .S(q3) );
full_adder_128bit    Add_high  (.A({32'b0, q3, 32'b0}), .B({64'b0, q2}), .Invert_B(1'b0), .C_in(1'b0), .Sum(Q_2), .C_out() );
wire logic [127:0] Q_3;
full_adder_128bit    Combine   (.A(Q_2), .B({64'b0, Q_1}), .Invert_B(1'b0), .C_in(1'b0), .Sum(Q_3), .C_out()    );
assign S[127:32] = Q_3[95:0];
endmodule
module multiplier_8X8(
    input  logic [7:0] A, B,
    output logic [15:0] S
);
wire logic [7:0] q0, q1, Q_1;
multiplier_4X4      L_A0_A3 (.A(A[3:0]), .B(B[3:0]), .S(q0) );
multiplier_4X4      L_A4_A7 (.A(A[7:4]), .B(B[3:0]), .S(q1) );
assign S[3:0] = q0[3:0];
full_adder_8bit   Add_low  (.A(q1), .B({4'b0000, q0[7:4]}), .Invert_B(1'b0), .C_in(1'b0), .Sum(Q_1), .C_out() );
wire logic [7:0] q2, q3;
wire logic [15:0] Q_2;
multiplier_4X4      H_A0_A3 (.A(A[3:0]), .B(B[7:4]), .S(q2) );
multiplier_4X4      H_A4_A7 (.A(A[7:4]), .B(B[7:4]), .S(q3) );
full_adder_16bit   Add_high (.A({4'b0000, q3, 4'b0000}), .B({8'b00000000, q2}), .Invert_B(1'b0), .C_in(1'b0), .Sum(Q_2), .C_out() );
wire logic [15:0] Q_3;
full_adder_16bit  Combine  (.A(Q_2), .B({8'b00000000, Q_1}), .Invert_B(1'b0), .C_in(1'b0), .Sum(Q_3), .C_out()    );
assign S[15:4] = Q_3[11:0];
endmodule
module partial_product_generator_4X4(
    input  logic [3:0] A, B,
    output logic [3:0] PP0, PP1, PP2, PP3  
); 
assign PP0[0] = B[0] & A[0];
assign PP0[1] = B[0] & A[1];
assign PP0[2] = B[0] & A[2];
assign PP0[3] = B[0] & A[3];
assign PP1[0] = B[1] & A[0];
assign PP1[1] = B[1] & A[1];
assign PP1[2] = B[1] & A[2];
assign PP1[3] = B[1] & A[3];
assign PP2[0] = B[2] & A[0];
assign PP2[1] = B[2] & A[1];
assign PP2[2] = B[2] & A[2];
assign PP2[3] = B[2] & A[3];
assign PP3[0] = B[3] & A[0];
assign PP3[1] = B[3] & A[1];
assign PP3[2] = B[3] & A[2];
assign PP3[3] = B[3] & A[3];
endmodule
module full_adder(
		input  logic A, B, C_in,
		output logic Sum, C_out
);
assign Sum   =  A ^ B ^ C_in;
assign C_out = (A & B) | ( C_in & (A ^ B) );
endmodule
module full_adder_128bit (
		input  logic [127:0] A, B,    
		input  logic Invert_B, C_in,   
		output logic [127:0] Sum,
		output logic C_out
);
wire logic Connect;
full_adder_64bit  First (.A(A[63:0]),   .B(B[63:0]),   .Invert_B(Invert_B), .C_in(C_in),    .Sum(Sum[63:0]),   .C_out(Connect));
full_adder_64bit  Second(.A(A[127:64]), .B(B[127:64]), .Invert_B(Invert_B), .C_in(Connect), .Sum(Sum[127:64]), .C_out(C_out) );
endmodule
module full_adder_16bit (
		input  logic [15:0] A, B,    
		input  logic Invert_B, C_in,
		output logic [15:0] Sum,
		output logic C_out
);
wire logic Connect;
full_adder_8bit  First (.A(A[7:0]),  .B(B[7:0]),  .Invert_B(Invert_B), .C_in(C_in),    .Sum(Sum[7:0]),  .C_out(Connect));
full_adder_8bit  Second(.A(A[15:8]), .B(B[15:8]), .Invert_B(Invert_B), .C_in(Connect), .Sum(Sum[15:8]), .C_out(C_out) );
endmodule							
module full_adder_32bit (
		input  logic [31:0] A, B,    
		input  logic Invert_B, C_in,   
		output logic [31:0] Sum,
		output logic C_out
);
wire logic Connect;
full_adder_16bit  First (.A(A[15:0]),  .B(B[15:0]),  .Invert_B(Invert_B), .C_in(C_in),    .Sum(Sum[15:0]),  .C_out(Connect));
full_adder_16bit  Second(.A(A[31:16]), .B(B[31:16]), .Invert_B(Invert_B), .C_in(Connect), .Sum(Sum[31:16]), .C_out(C_out) );
endmodule		
module full_adder_4bit(
		input  logic [3:0] A, B,
		input  logic Invert_B, C_in,        
		output logic [3:0] Sum,
		output logic C_out
);
wire logic [3:0] cout;  
full_adder 	digit1 (.A(A[0]), .B(B[0] ^ Invert_B), .Sum(Sum[0]), .C_in(C_in),    .C_out(cout[0]));
full_adder	digit2 (.A(A[1]), .B(B[1] ^ Invert_B), .Sum(Sum[1]), .C_in(cout[0]), .C_out(cout[1]));
full_adder 	digit3 (.A(A[2]), .B(B[2] ^ Invert_B), .Sum(Sum[2]), .C_in(cout[1]), .C_out(cout[2]));
full_adder 	digit4 (.A(A[3]), .B(B[3] ^ Invert_B), .Sum(Sum[3]), .C_in(cout[2]), .C_out(cout[3]));
assign C_out = cout[3];
endmodule
module full_adder_64bit (
		input  logic [63:0] A, B,    
		input  logic Invert_B, C_in,   
		output logic [63:0] Sum,
		output logic C_out
);
wire logic Connect;
full_adder_32bit  First (.A(A[31:0]),  .B(B[31:0]),  .Invert_B(Invert_B), .C_in(C_in),    .Sum(Sum[31:0]),  .C_out(Connect));
full_adder_32bit  Second(.A(A[63:32]), .B(B[63:32]), .Invert_B(Invert_B), .C_in(Connect), .Sum(Sum[63:32]), .C_out(C_out) );
endmodule
module full_adder_8bit(
		input  logic [7:0] A, B,
		input  logic Invert_B, C_in,        
		output logic [7:0] Sum,
		output logic C_out
);
wire logic Connect;
full_adder_4bit   fisrt (.A(A[3:0]), .B(B[3:0]), .Invert_B(Invert_B), .C_in(C_in),    .Sum(Sum[3:0]), .C_out(Connect) );
full_adder_4bit   second(.A(A[7:4]), .B(B[7:4]), .Invert_B(Invert_B), .C_in(Connect), .Sum(Sum[7:4]), .C_out(C_out) );
endmodule
</file>
<file path="flow/constraint.sdc">
current_design multiplier_64X64

set clk_period 93.1
set clk_io_pct 0.2

create_clock -name clk0 -period $clk_period

set non_clock_inputs [all_inputs -no_clocks]
set_input_delay [expr $clk_period * $clk_io_pct] -clock clk0 $non_clock_inputs
set_output_delay [expr $clk_period * $clk_io_pct] -clock clk0 [all_outputs]
</file>
==> COMMIT_EDITMSG <==
Update PnR metrics after Yosys + OpenROAD run

- Outcome: complete, no violations
- Before placement the cells fill 50.2% of the core.
* Maximum frequency from static timing analysis: 11.7 MHz
- Post-layout minimum cycle time: 85.82 ns
- Unrepaired setup endpoints after global routing: no
- STA classifies the critical path endpoint as a primary output.
- Worst path bufs/invs: 6
- The timing report shows that the slowest cell on the worst path is sky130_fd_sc_hd__fa_1.
* Overall die height: 551 um
- Via count of the first global-routing pass: 101000
- The final layout contains a sequential cell count of 0.
- The floorplan step defined a die boundary enclosing 0.303 mm^2.
* Share of cells above drive strength 1: 2.35%
- The number of hold buffers added after CTS was 0.
- In this run the biggest area consumer among cell types represents 49.4% of the synthesized area.
- Startpoint of the lowest-slack hold path: A[0]
- Detailed-router iteration count before antenna repair: 5
- The detailed router reported a total wirelength of 385 mm.
* Final count of pins violating max slew: 0
- Once iteration 0 of detailed routing completed, the report listed 2740 DRC markers.
- STA classifies the critical path startpoint as an input port.
- DR vias: 92300
- Kind of path behind the tightest hold check: in2out
- The warning tally printed by Yosys for this design is 0.
- STA lists the maximum fanout along the critical path as 21.
- Final setup fails: 0
- Fraction of the yosys area taken by sequential cells: 0%
* CORE AREA: 0.300 mm^2
* Standard-cell row count: 201
- Once layout is complete, the utilization of the core stands at 51.8%.
- Across every metal layer, demand over resource in global routing totals 29.2%.
- OpenSTA lists the critical path startpoint as A[3].
* Port buffer count: 256
* Total Negative Setup Slacks: 0 ns
- After detailed routing, the average wire length per cell comes to 20.5 um.
* DRC Markers: 0
* First-pass GRT wire length: 610 mm
- Longest individual stage delay on the worst path: 0.50 ns
- The placement summary gives the final routability congestion estimate as 0.980.
- After clock tree synthesis, the repair step resized 0 gates.
- For the worst setup path, the data required time is 74.48 ns.
* Relative slew margins: 49.7%
- Per the OpenROAD floorplan log, the width of the die is 551 um.
- Entering global routing, the biggest net connects 62 pins.
* Storage cell area: 0 um^2
- Cell area after technology mapping: 0.151 mm^2
- The initial antenna violation count is 41.
- The floorplan report gives the top-level pin count as 256.
- Category of the most critical setup path: in2out
- Crit path top cell by count: sky130_fd_sc_hd__fa_1
- Global route overflow: 0
- Count of instantiated cells in the yosys netlist: 15300
* Mean post-synth cell area: 9.87 um^2
* Destination of the critical timing path: S[127]
* Count of buffers added by post-CTS timing repair for setup: 0
* Number of unique standard cell types used by synthesis: 12
- The chip area line in the Yosys stat output reads 0.151 mm^2.
* Synth cell count leaders: sky130_fd_sc_hd__and2_1, sky130_fd_sc_hd__inv_1, sky130_fd_sc_hd__fa_1
- Endpoint arrival time on the critical path: 67.20 ns
- Number of logic stages on the critical path including buffering: 144
- Final Hold Violating Endpoints: 0
- Broken down by cell family, the worst path's largest delay share belongs to adder cells.
- Leading area contributor after synthesis: sky130_fd_sc_hd__fa_1
- For this run the top cell type by instance count after synthesis was sky130_fd_sc_hd__and2_1.
- The pin closest to its max-slew limit shows a slew of 0.754 ns.
- Mapped Cells: 15300
- In the placement report, post-DP HPWL is listed as 322 mm.
* Synthesis-to-finish area growth: 3.04%
- Number of logged tool warnings: 32
- Post-route fraction of the period consumed by the critical path: 92.2%
- Max-Cap Viols: 0
- Final-layout clock buffer total: 0
* Count of antenna-violating nets left after detailed routing: 0
* Vias per inst: 4.92
- Ranking of synthesized cells by area: sky130_fd_sc_hd__fa_1, sky130_fd_sc_hd__ha_1, sky130_fd_sc_hd__and2_1
- The most critical hold endpoint after final layout shows a slack of 38.15 ns.
## worst min-delay path: stages
cell	delay, ns
sky130_fd_sc_hd__buf_2	0.09
sky130_fd_sc_hd__buf_4	0.21
sky130_fd_sc_hd__and2_1	0.20
sky130_fd_sc_hd__clkdlybuf4s50_1	0.39
## final cells by class
type | instances | area (um^2)
well taps | 3958 | 4950
inverters | 3771 | 14200
repair buffers | 474 | 3670
fillers | 27800 | 145000
diodes | 32 | 80.1
multi-input cells | 10500 | 132000
## logic make-up after synthesis
| family | count (synthesis) | share of synthesized area [%] |
|---|---|---|
| AND/OR/NAND/NOR | 4096 | 16.6 |
| XOR/XNOR | 254 | 1.49 |
| buffers and inverters | 4735 | 12.1 |
| adder cells (fa/ha/maj) | 6177 | 69.8 |
## worst min path at each step
| stage | end | cells past startpoint |
|---|---|---|
| 6_report | S[0] | 4 |
| 5_1_grt | S[0] | 4 |
| 4_1_cts | S[0] | 4 |
## cells in the final DEF (no fill, tap or decap), types with 32 or more instances in the layout
| cell type | n |
|---|---|
| sky130_fd_sc_hd__buf_2 | 128 |
| sky130_fd_sc_hd__diode_2 | 32 |
| sky130_fd_sc_hd__and2_1 | 3818 |
| sky130_fd_sc_hd__nand2_1 | 278 |
| sky130_fd_sc_hd__clkdlybuf4s50_1 | 128 |
| sky130_fd_sc_hd__ha_1 | 2464 |
| sky130_fd_sc_hd__buf_4 | 209 |
| sky130_fd_sc_hd__xor2_1 | 44 |
| sky130_fd_sc_hd__fa_1 | 3713 |
| sky130_fd_sc_hd__xnor2_1 | 208 |
| sky130_fd_sc_hd__inv_1 | 3771 |
## routing by layer
| metal | wire length (um) | global-route usage [%] | part of all wire, % | vias to the layer above |
|---|---|---|---|---|
| met5 | 158 | 0.344 | 0.041 | - |
| met4 | 6730 | 3.66 | 1.7 | 22 |
| met3 | 49300 | 15.5 | 13 | 204 |
| met2 | 172000 | 42.3 | 45 | 2103 |
| met1 | 157000 | 42.3 | 41 | 47300 |
| li1 | - | - | - | 42700 |
## per-stage QoR
step                      area (um^2)  worst slack, ns  std cells
after floorplan                151000             9.45      15300
after global placement         155000             7.29      18700
after detailed placement       155000             7.14      18700
after CTS                      155000             7.14      18700
after global routing           155000             5.48      18700
final                          155000             7.28      18800
